[flow/design.v]
`timescale 1ns / 1ps
module alu(
	input [31:0]a,
	input [31:0]b,
	input [3:0]aluc,
	output reg [31:0]r,
	output reg zero,
	output reg carry,
	output reg negative,
	output reg overflow
    );
	always @(*) begin
		if(aluc==4'b0000)
		begin
			r=a+b;
			if(r==0)
			begin
				zero=1;
			end
			else
				zero=0;
			if(r<a||r<b)
				carry=1;
			else
				carry=0;
			negative=r[31];
		end
		else if(aluc==4'b0010)
		begin
			r=a+b;
			if(r==0)
			begin
				zero=1;
			end
			else
				zero=0;
			negative=r[31];
			if(a[31]==1'b1&&b[31]==1'b1&&r[31]==1'b0||a[31]==1'b0&&b[31]==1'b0&&r[31]==1'b1)
			begin
				overflow=1;
			end
			else
				overflow=0;
		end
		else if(aluc==4'b0001)
		begin
			r=a-b;
			if(r==0)
			begin
				zero=1;
			end
			else
				zero=0;
			if(a<b)
				carry=1;
			else
				carry=0;
			negative=r[31];
		end
		else if(aluc==4'b0011)
		begin
			r=a-b;
			if(r==0)
			begin
				zero=1;
			end
			else
				zero=0;
			negative=r[31];
			if(a[31]==1'b0&&b[31]==1'b1&&r[31]==1'b1||a[31]==1'b1&&b[31]==1'b0&&r[31]==1'b0)
			begin
				overflow=1;
			end
			else
				overflow=0;
		end
		else if(aluc==4'b0100)
		begin
			r=a&b;
			if(r==0)
				zero=1;
			else
				zero=0;
			negative=r[31];
		end
		else if(aluc==4'b0101)
		begin
			r=a|b;
			if(r==0)
				zero=1;
			else
				zero=0;
			negative=r[31];
		end
		else if(aluc==4'b0110)
		begin
			r=~a&b|~b&a;
			if(r==0)
				zero=1;
			else
				zero=0;
			negative=r[31];
		end
		else if(aluc==4'b0111)
		begin
			r=~(a|b);
			if(r==0)
				zero=1;
			else
				zero=0;
			negative=r[31];
		end
		else if(aluc==4'b1001||aluc==4'b1000)
		begin
			r={b[15:0],16'b0};
			if(r==0)
				zero=1;
			else
				zero=0;
			negative=r[31];
		end
		else if(aluc==4'b1011)
		begin
			 if(a[31] == 1'b1 && b[31] == 1'b0) begin
                   r = 32'b1; negative = 1'b1;
                 end else if (a[31] == 1'b0 && b[31] == 1'b1) begin 
                   r = 32'b0; negative = 1'b0;
                 end else begin
                   r = (a < b) ? 32'b1 : 32'b0; negative = (a < b) ? 1'b1 : 1'b0;
                 end
                 zero = (a == b) ? 1'b1 : 1'b0;
                 overflow = 1'b0; carry = 1'b0;
		end
		else if(aluc==4'b1010)
		begin
			 r = (a < b) ? 32'b1 : 32'b0;
                 zero = (a == b) ? 1'b1 : 1'b0;
                 carry = (a < b) ? 1'b1 : 1'b0;
                 negative = r[31] == 1'b1 ? 1'b1 : 1'b0;
                 overflow = 1'b0;
		end
		else if(aluc==4'b1100)
		begin
			 r = ($signed(b)) >>> a;
                 zero = (r == 32'h00000000) ? 1'b1 : 1'b0;
                 negative = r[31] == 1'b1 ? 1'b1 : 1'b0;
                 if(a == 1'b0) carry = 1'b0;
                 else carry = b[a - 1];   
                 overflow = 1'b0;
		end
		else if(aluc==4'b1111||aluc==4'b1110)
		begin
			 {carry, r} = b << a;
                 zero = (r == 32'h00000000) ? 1'b1 : 1'b0;
                 negative = r[31] == 1'b1 ? 1'b1 : 1'b0;
                 overflow = 1'b0;
		end
		else if(aluc==4'b1101)
		begin
			    r = b >> a;
              zero = (r == 32'h00000000) ? 1'b1 : 1'b0;
              negative = r[31] == 1'b1 ? 1'b1 : 1'b0;
              if(a == 1'b0) carry = 1'b0;
              else carry = b[a - 1];   
              overflow = 1'b0;
		end
		else
		;
	end
endmodule
[flow/run.sh]
#!/bin/bash
# OpenROAD 26Q1-2900-gdf79404cd8, Yosys 0.63+post, stock flow scripts
make -C /OpenROAD-flow-scripts/flow DESIGN_CONFIG=/design/flow/config.mk WORK_HOME=/design/flow/orfs finish
[flow/config.mk]
export PLATFORM = sky130hd
export DESIGN_NAME = alu
export DESIGN_NICKNAME = alu
export VERILOG_FILES = /design/flow/design.v
export SDC_FILE = /design/flow/constraint.sdc
export NUM_CORES = 4
export LEC_CHECK = 1
export CORE_UTILIZATION = 50
[flow/constraint.sdc]
current_design alu

set clk_period 11.7
set clk_io_pct 0.2

create_clock -name clk0 -period $clk_period

set non_clock_inputs [all_inputs -no_clocks]
set_input_delay [expr $clk_period * $clk_io_pct] -clock clk0 $non_clock_inputs
set_output_delay [expr $clk_period * $clk_io_pct] -clock clk0 [all_outputs]
==> run_results.csv <==
group,metric,value,unit
yosys,yosys_most_used_dff,"dlxtn_1",
setup_path,crit_chain,"buf_4, buf_6, clkinv_2, fa_1, or2_2, a221oi_1, o22ai_1, or2_1, nand3_2, a21oi_1, a211o_1, or4b_1, nor4_1, nand4_1, o211ai_1, dlxtn_1, clkdlybuf4s50_1",
timing,rsz0062_at_grt,"no",
die,num_io_pins,104,
placement,pre_cts_ws,-0.500,ns
setup_path,critical_path_class,"primary input to primary output",
layout,regArea,541,um2
placement,numPortBuffers,104,
setup_path,critPathLaunchType,"primary input",
die,die_w,174,um
job,cap_violations,0,
setup_path,slowest_delay,0.79,ns
yosys,syn-instance-count,2103,
layout,combGateArea,13300,um2
timing,fin_crit,11.55,ns
timing,fin_ws,0.154,ns
status,status,"complete, no violations",
setup_path,crit_path_top_delay_cell,"buf_6",
power_and_ir_drop,power_density,56.2,nW/um2
die,coreArea,28900,um2
timing,max_clock_freq,86.6,MHz
timing,unclocked_regs,36,
die,rows,62,
yosys,yosys_warnings,1,
yosys,yosys_area,14800,um2
die,fp_util,51.3,%
drt,dr.pass1.iters,8,
yosys,edf_count,0,
power_and_ir_drop,leakagePower,0.00642,uW
yosys,async_flop_share,0,%
global_route,grt_pass1_vias,17400,
yosys,synthDistinctLibCells,89,
setup_path,crit_end,"zero",
setup_path,startpoint,"a[1]",
global_route,overflow,0,
clock_tree,postCtsSetupRepairBufs,0,
drt,wire_per_inst,31.4,um
die,die_area,30400,um2
drt,drc,0,
placement,dp_cells,2485,
timing,worst_slew_pin_slew,1.21,ns
placement,hpwlAfterDp,59600,um
power_and_ir_drop,finalPower,900,uW
power_and_ir_drop,p_int,336,uW
yosys,avgSynthCellArea,7.06,um2
timing,slew-limit-headroom,18.6,%
placement,place_congestion,1.19,
timing,finalSetupViolCount,0,
yosys,synthTopCellsByArea,"ha_1 13%, mux4_2 9.6%, a21oi_1 6.4%",
job,warnings,104,
power_and_ir_drop,switching_share,62.7,%
yosys,synth_top_cell_by_count,"a21oi_1",
global_route,grt_pass1_wl,113000,um
timing,finalSetupTns,0,ns
timing,hold_violations,0,
global_route,antenna_found_initial,2,
timing,final_max_slew_viol_count,0,
timing,untimed_endpoints,38,
die,die_height,174,um
layout,layout-drive-gt1-share,7.86,%
yosys,top_area_cell,"ha_1",
drt,ant_nets,0,
yosys,synth-seq-cells,36,
timing,layout_worst_path_cycle_share,98.7,%
yosys,common_cells,"189 x a21oi_1, 186 x nor2_1, 170 x o21ai_0",
power_and_ir_drop,switchingPower,564,uW
setup_path,critPathRequiredTime,9.36,ns
setup_path,crit_path_max_fanout,104,
yosys,syn_area,14800,um2
layout,fillCellCount,2716,
drt,vias,18800,
setup_path,crit_arrival,9.21,ns
yosys,synthDominantCellAreaShare,13.4,%
global_route,grt_max_degree,105,
power_and_ir_drop,vdd_ir_drop_max,0.0000640,V
layout,final_cells,2484,
drt,routed_wl,78000,um
setup_path,cp-end-kind,"primary output",
drt,drt-initial-drc-count,3122,
drt,avgViaCountPerCell,7.56,
layout,areaGrowthSynthToFinish,8.05,%
yosys,yosys_cells,2103,
global_route,grt_usage,51.5,%
-- timing repair --
action                                  4_1_cts  5_1_grt
hold buffers                                  0        0
endpoints found under the setup margin        2        1
gates resized                                 3        1
-- power groups by stage --
stage | Sequential, uW | Combinational [uW] | Clock (uW)
CTS | 17.8 | 833 | 0
global route | 18.5 | 926 | 0
-- stage by stage --
stage,utilization (%),area [um2]
floorplan,-,15000
global placement,55.4,16000
detailed placement,55.4,16000
CTS,55.4,16000
global route,55.4,16000
finish,55.4,16000
-- state kept, by name, summed over array words and instances (netlist names) --
signal,cells
overflow,1
zero,1
r,32
carry,1
negative,1
-- worst max-delay path: cells and delay by family --
family	cells	cell delay (ns)
compound gates	5	1.42
buf+inv	4	2.17
fa+ha+maj	1	0.63
latches	1	0.35
simple gates	6	2.24
-- logic make-up (layout without fill, tap and decap cells) --
| logic type | after synthesis | after routing | synth area share (%) |
|---|---|---|---|
| fa+ha+maj | 161 | 161 | 13.7 |
| simple gates | 629 | 629 | 20.7 |
| xor+xnor | 65 | 65 | 3.84 |
| other cells | 1 | 35 | 0.0253 |
| mux | 172 | 172 | 17.1 |
| latches | 36 | 36 | 3.64 |
| buf+inv | 288 | 251 | 7.81 |
| compound gates | 751 | 751 | 33.2 |
-- cell usage in the layout (no fill, tap or decap), types with 11 or more instances in the layout --
cell type        synthesis  routed
a21oi_1                189     189
nor2_1                 186     185
o21ai_0                170     170
ha_1                   159     159
nand2_1                155     155
inv_1                   99      98
clkdlybuf4s50_1          0      98
mux2i_1                 91      91
mux4_2                  63      63
xnor2_1                 53      53
nor3_1                  52      51
a211oi_1                48      48
o22ai_1                 46      46
buf_4                    7      43
nor4_1                  42      42
dlxtn_1                 36      36
nand3_1                 35      35
conb_1                   1      34
a21o_1                  30      30
o211ai_1                27      27
nand2b_1                27      27
nand4_1                 25      25
o21a_1                  25      25
a221oi_1                21      21
a31oi_1                 21      21
mux2_2                  18      18
nor2b_1                 17      17
and2_1                  16      16
a221o_1                 14      14
o31ai_1                 13      13
o221ai_1                13      13
and3_1                  12      12
o21bai_1                12      12
xor2_1                  12      12
a22oi_1                 11      11
a222oi_1                11      11
-- cell type report --
cell class	count	share of cell area, %
multi-input cells	1812	82.8
well taps	384	3.00
diodes	1	0.0156
inverters	105	2.47
flip-flops and latches	36	3.37
repair buffers	146	8.37
-- per-layer routing --
metal / GRT usage, % / routed length, um / up-vias
met5: 8.17 / 207 / -
met4: 20.6 / 4540 / 8
met3: 31.1 / 14700 / 372
met2: 68.0 / 29400 / 1759
met1: 66.7 / 29200 / 8661
li1: - / - / 7975
Power and IR drop assume default switching activity.
